[flow/design.v]
`timescale 1ns / 1ps
module dilate(
    input PCLK,
    input [11:0] VtcHCnt,
    input [11:0] VtcVCnt,
    input   pix_i, 
	 output reg  pix_o
    );
reg Line_CLK;
always@(posedge PCLK)begin
 if( VtcVCnt>=0 && VtcVCnt<480) begin
	 if(VtcHCnt==1)
	   Line_CLK <= 1;
	 else
	   Line_CLK <= 0;
 end
end
reg[1:0] state;
initial state = 0;
always@(posedge Line_CLK)begin
 if(VtcVCnt==0)
 state <= 2'b00;
 else begin
   if(state == 2'b11)
	   state <= 2'b00;
	else 
	   state <= state + 1;
	end
end 
reg S_Window0;
reg S_Window1;
reg S_Window2;
reg S_Window3;
reg LineBuffer0[639:0];
reg LineBuffer1[639:0];
reg LineBuffer2[639:0];
reg LineBuffer3[639:0];
always@(posedge PCLK)begin
    case(state)
    2'b00: begin
        LineBuffer0[VtcHCnt] <= pix_i;	
        S_Window0 <= pix_i;
        S_Window1 <= S_Window0;
        S_Window2 <= S_Window1;
        S_Window3 <= S_Window2;		 
        if(VtcHCnt>=2&&VtcVCnt>=2 && VtcHCnt<640-2&&VtcVCnt<480-2)begin
            if(!(S_Window0 ==0 && S_Window1 ==0&& S_Window2 ==0&&S_Window3 ==0&&LineBuffer2[VtcHCnt-3]==0&&LineBuffer2[VtcHCnt-2]==0&&LineBuffer2[VtcHCnt-1]==0&&LineBuffer2[VtcHCnt]==0
            &&LineBuffer1[VtcHCnt-3]==0&&LineBuffer1[VtcHCnt-2]==0&&LineBuffer1[VtcHCnt-1]==0&&LineBuffer1[VtcHCnt]==0&&LineBuffer3[VtcHCnt-3]==0&&LineBuffer3[VtcHCnt-2]==0&&LineBuffer3[VtcHCnt-1]==0&&LineBuffer3[VtcHCnt]==0))
                pix_o <= 1;
            else
                pix_o <= 0;
        end            
        else
          pix_o <= 0;
    end 
    2'b01: begin
        LineBuffer1[VtcHCnt] <= pix_i;	 
        S_Window0 <= pix_i;
        S_Window1 <= S_Window0;
        S_Window2 <= S_Window1;
        S_Window3 <= S_Window2;		
        if(VtcHCnt>=2&&VtcVCnt>=2 && VtcHCnt<640-2&&VtcVCnt<480-2)begin    
            if(!(S_Window0 ==0 && S_Window1 ==0&& S_Window2 ==0&&S_Window3 ==0&&LineBuffer2[VtcHCnt-3]==0&&LineBuffer2[VtcHCnt-2]==0&&LineBuffer2[VtcHCnt-1]==0&&LineBuffer2[VtcHCnt]==0
            &&LineBuffer0[VtcHCnt-3]==0&&LineBuffer0[VtcHCnt-2]==0&&LineBuffer0[VtcHCnt-1]==0&&LineBuffer0[VtcHCnt]==0&&LineBuffer3[VtcHCnt-3]==0&&LineBuffer3[VtcHCnt-2]==0&&LineBuffer3[VtcHCnt-1]==0&&LineBuffer3[VtcHCnt]==0))
                pix_o <= 1;
            else
                pix_o <= 0;
        end            
        else
            pix_o <= 0;
    end
    2'b10: begin
        LineBuffer2[VtcHCnt] <= pix_i;	 
        S_Window0 <= pix_i;
        S_Window1 <= S_Window0;
        S_Window2 <= S_Window1;
        S_Window3 <= S_Window2;			 
        if(VtcHCnt>=2&&VtcVCnt>=2 && VtcHCnt<640-2&&VtcVCnt<480-2)begin    
            if(!(S_Window0 ==0 && S_Window1 ==0&& S_Window2 ==0&&S_Window3 ==0&&LineBuffer0[VtcHCnt-3]==0&&LineBuffer0[VtcHCnt-2]==0&&LineBuffer0[VtcHCnt-1]==0&&LineBuffer0[VtcHCnt]==0
            &&LineBuffer1[VtcHCnt-3]==0&&LineBuffer1[VtcHCnt-2]==0&&LineBuffer1[VtcHCnt-1]==0&&LineBuffer1[VtcHCnt]==0&&LineBuffer3[VtcHCnt-3]==0&&LineBuffer3[VtcHCnt-2]==0&&LineBuffer3[VtcHCnt-1]==0&&LineBuffer3[VtcHCnt]==0))
                pix_o <= 1;
            else
                pix_o <= 0;
        end            
        else
            pix_o <= 0;
    end
    2'b11: begin
        LineBuffer3[VtcHCnt] <= pix_i;	 
        S_Window0 <= pix_i;
        S_Window1 <= S_Window0;
        S_Window2 <= S_Window1;
        S_Window3 <= S_Window2;			 
        if(VtcHCnt>=2&&VtcVCnt>=2 && VtcHCnt<640-2&&VtcVCnt<480-2)begin    
            if(!(S_Window0 ==0 && S_Window1 ==0&& S_Window2 ==0&&S_Window3 ==0&&LineBuffer2[VtcHCnt-3]==0&&LineBuffer2[VtcHCnt-2]==0&&LineBuffer2[VtcHCnt-1]==0&&LineBuffer2[VtcHCnt]==0
            &&LineBuffer1[VtcHCnt-3]==0&&LineBuffer1[VtcHCnt-2]==0&&LineBuffer1[VtcHCnt-1]==0&&LineBuffer1[VtcHCnt]==0&&LineBuffer0[VtcHCnt-3]==0&&LineBuffer0[VtcHCnt-2]==0&&LineBuffer0[VtcHCnt-1]==0&&LineBuffer0[VtcHCnt]==0))
                pix_o <= 1;
            else
                pix_o <= 0;
        end            
        else
            pix_o <= 0;
    end		
    default:	
       pix_o <= pix_o;		
    endcase
end 
endmodule
[flow/run.sh]
#!/bin/bash
# OpenROAD 26Q1-2900-gdf79404cd8, Yosys 0.63+post, stock flow scripts
make -C /OpenROAD-flow-scripts/flow DESIGN_CONFIG=/design/flow/config.mk WORK_HOME=/design/flow/orfs finish
[flow/config.mk]
export PLATFORM = sky130hd
export DESIGN_NAME = dilate
export DESIGN_NICKNAME = dilate
export VERILOG_FILES = /design/flow/design.v
export SDC_FILE = /design/flow/constraint.sdc
export NUM_CORES = 4
export LEC_CHECK = 1
export CORE_UTILIZATION = 50
[flow/constraint.sdc]
current_design dilate

set clk_period 41.4
set clk_io_pct 0.2

create_clock -name clk0 -period $clk_period [get_ports {PCLK}]

set non_clock_inputs [all_inputs -no_clocks]
set_input_delay [expr $clk_period * $clk_io_pct] -clock clk0 $non_clock_inputs
set_output_delay [expr $clk_period * $clk_io_pct] -clock clk0 [all_outputs]
==> run summary <==
impl run done, here's what came out: outcome=finished with violations, failing checks=max-capacitance violations, max-slew violations, root buf cell=clkbuf_16, stage-log warning count=approximately 67, vias in the first global route=around 140k, endpoints left unconstrained=2, final hold viol count=0, critical hold path startpoint=S_Window2, crit-path max FO=86, Startpoint Class=primary input, initial antenna violation count=~140, count of library flops with an enable pin=around 2600, CTS tree=yes, Setup crit end kind=flip-flop, Crit path top cell by count=buf_4, clock power share=40.0%, Max Cap Viol=1, RSZ-0062 raised after global routing=no, Via Count=about 140k, LEAKAGE=58.85 nW, pin count of the biggest net entering global routing=between 150 and 200, row cnt=~220, CP Class=in -> reg, final instance area=190400 um^2, Init Core Util=between 50 and 60%, GRT Total Usage=about 58%, I/O pins=27, post-route ant nets=0, Syn Inst Count=about 13000, DRT Pass-1 Iters=10, Worst-Skew Late Latency=980 ps, final setup skew=just under 40 ps, share of post-route cells with drive strength above 1=about 30%, port bufs=26, most frequent cells in the layout=nor2_1, edfxtp_1, mux4_2, final setup TNS=0 ps, Crit path max-delay family=buffers and inverters, Post-DP Area=around 180000 um^2, Total Die Area=~350000 um^2, post-CTS sizing=0, Detail Placement HPWL=591.2 mm, register pins left without a clock=2, switching share of power=a little under a third, CP peak stage delay=roughly 1100 ps, CP arrival=16700 ps, Total Wirelength=908.3 mm, worst r2r src=LineBuffer1[169], sequential share of power=between 40% and 50%, Peak VDD IR=around 0.000034 V, Worst EP required=42270 ps, drt drc=0, Top Usage Layer GRT=met2, core area=roughly 350000 um^2, CTS Buffer Depth=4, CP Buf/Inv Count=8, area grow syn2layout=9.573%, Syn Area/Cell=13.06 um^2, FFs w/ async S/R, synth=0%, number of CTS-inserted buffers=approximately 310, hold crit path type=reg -> reg, worst-margin pin slew=roughly 1500 ps, yosys cell count=between 10000 and 15000, critical path, cell by cell=buf_16 -> buf_4 -> buf_4 -> buf_4 -> buf_12 -> buf_12 -> buf_4 -> mux4_2 -> mux2_2 -> a21oi_1 -> o21ai_0 -> a31oi_1 -> nor4bb_1 -> or4_1 -> o311ai_1 -> nor4_2 -> buf_4 -> nand3_1 -> a21oi_1 -> o22ai_1, setup bufs post-CTS=0, CTS Hold Buffers Added=0, distinct lib cells=between 100 and 150, GRT Residual Overflow=0, GR Util met2=68.21%, GR Layer Usage met3=53.47%, slowest cell on the critical path=nor4bb_1, Tmin final=around 16000 ps, Die Wd=roughly 600 um, dominant logic cell type in the layout=nor2_1, Internal=between 4 and 5 mW, YS chip area=173700 um^2, Iteration-0 DRC Markers=15820, final setup fails=0, cycle use final=between 30% and 40%, Syn. warnings=1, wire length per cell=around 50 um, final RePlAce weighted congestion=approximately 1.1, synthesized area=between 150000 and 200000 um^2, fin. max-slew vios=2, Post-synth seq share=approximately 44%, global-route wire length before repair=between 1000 and 1500 mm, Sw Pwr=about 2.1 mW, vias per cell=around 7.8, met1 Use GR=61.80%, Power Density=~37 nW/um^2, Slew HR=-3.843%, htree depth=5, fmax=approximately 63 MHz, DIE HEIGHT=591.5 um, combinational power share=19.4%, worst setup path start=VtcHCnt[0], clock transition at the registers of the reported paths=60 ps, Post-synth regs=2568, main flop type=edfxtp_1
-- Yosys cell counts, types with 53 or more instances --
cell type  number  share of area [%]
a21oi_1       124               0.36
o22ai_1       118               0.42
a22oi_1       144               0.62
a211oi_1       54               0.23
nor2_1       2814                6.1
mux2i_1       570                3.3
a31oi_1       111               0.40
clkbuf_1      725                1.6
buf_6         125               0.81
a32oi_1        99               0.50
edfxtp_1     2561                 44
buf_1         110               0.24
nand3_1       454                1.3
mux2_2        112               0.73
and3_1         53               0.19
mux4_2       2316                 30
nand4_1        86               0.31
o21ai_0        92               0.27
buf_2         332               0.96
nor3_1         62               0.18
buf_4         131               0.57
nand2_1      1364                2.9
-- cell type report --
type                            count  area [um^2]
Antenna cell                      286        715.7
Clock buffer                      369         8107
Clock inverter                    184         2001
Fill cell                       27830       155600
Inverter                           12        67.56
Multi-Input combinational cell   9281        90110
Sequential cell                  2568        77040
Tap cell                         4578         5728
Timing Repair Buffer              821         6598
-- kinds of logic after synthesis --
| group | after synthesis | share of synthesized area [%] |
|---|---|---|
| AND/OR/NAND/NOR | 5071 | 11.98 |
| AND-OR/OR-AND | 1147 | 4.819 |
| XOR/XNOR | 32 | 0.1743 |
| flip-flops | 2568 | 44.35 |
| buffers and inverters | 1453 | 4.334 |
| adder cells (fa/ha/maj) | 12 | 0.08642 |
| multiplexers | 3019 | 34.26 |
-- per-stage QoR --
stage          hold slack [ps]  utilization [%]  std cells  worst slack (ps)  power, mW
6_report                 352.9            55.03      18100             25560      7.048
5_1_grt                  361.3            54.93      17970             25510      7.129
4_1_cts                  351.4            54.82      17810             26020      6.961
3_5_place_dp             343.3            51.90      17260             25030      4.195
3_3_place_gp             338.2            51.89      17260             24940      4.193
2_1_floorplan            331.1                -      13300             27780      3.656
-- flip-flops by register name, summed over array words and instances, names as in the netlist --
signal / count
pix_o: 1
S_Window1: 1
S_Window2: 1
LineBuffer3: 640
S_Window0: 1
state: 2
LineBuffer0: 640
LineBuffer2: 640
LineBuffer1: 640
S_Window3: 1
Line_CLK: 1
-- worst reg2reg max path: stages, from the launching register on --
cell and delay, ps:
edfxtp_1 440, mux4_1 500, mux4_2 490, nor2_1 100
a2111oi_0 110, a311o_1 410, nor4bb_1 1130, or4_1 250
o311ai_1 100, nor4_2 750, buf_4 330, nand3_1 100
a21oi_1 150, o22ai_1 90
-- power by group through the flow --
stage	Sequential (mW)	Combinational, mW	Clock (mW)
5_1_grt	2.86	1.37	2.91
4_1_cts	2.86	1.29	2.81
6_report	2.86	1.37	2.82
-- per-layer routing --
layer	wire [um]	share of wire [%]
met3	199700	22
met2	361400	40
met4	85870	9.5
met5	9565	1.1
met1	251800	28
-- final timing paths --
check | cells past startpoint | endpoint | slack (ps)
worst min register to register | 0 | S_Window3 | 350
worst max register to register | 13 | pix_o | 36340
worst max-delay path | 20 | pix_o | 25560
worst min-delay path | 0 | S_Window3 | 350
Power is estimated from default activity; no workload was simulated.
