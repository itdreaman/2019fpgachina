--- ./run.sh ---
#!/bin/bash
# OpenROAD 26Q1-2900-gdf79404cd8, Yosys 0.63+post, stock flow scripts
make -C /OpenROAD-flow-scripts/flow DESIGN_CONFIG=/design/flow/config.mk WORK_HOME=/design/flow/orfs finish
--- ./config.mk ---
export PLATFORM = sky130hd
export DESIGN_NAME = erode
export DESIGN_NICKNAME = erode
export VERILOG_FILES = /design/flow/design.v
export SDC_FILE = /design/flow/constraint.sdc
export NUM_CORES = 4
export LEC_CHECK = 1
export CORE_UTILIZATION = 30
--- ./constraint.sdc ---
current_design erode

set clk_period 47.3
set clk_io_pct 0.2

create_clock -name clk0 -period $clk_period [get_ports {PCLK}]

set non_clock_inputs [all_inputs -no_clocks]
set_input_delay [expr $clk_period * $clk_io_pct] -clock clk0 $non_clock_inputs
set_output_delay [expr $clk_period * $clk_io_pct] -clock clk0 [all_outputs]
--- ./design.v ---
`timescale 1ns / 1ps
module erode(
    input PCLK,
    input [11:0] VtcHCnt,
    input [11:0] VtcVCnt,
    input   pix_i, 
	 output reg  pix_o
    );
reg Line_CLK;
always@(posedge PCLK)begin
 if( VtcVCnt>=0 && VtcVCnt<480) begin
	 if(VtcHCnt==1)
	   Line_CLK <= 1;
	 else
	   Line_CLK <= 0;
 end
end
reg[1:0] state;
initial state = 0;
always@(posedge Line_CLK)begin
 if(VtcVCnt==0)
 state <= 2'b00;
 else begin
   if(state == 2'b11)
	   state <= 2'b00;
	else 
	   state <= state + 1;
	end
end 
reg S_Window0;
reg S_Window1;
reg S_Window2;
reg S_Window3;
reg LineBuffer0[639:0];
reg LineBuffer1[639:0];
reg LineBuffer2[639:0];
reg LineBuffer3[639:0];
always@(posedge PCLK)begin
    case(state)
    2'b00: begin
        LineBuffer0[VtcHCnt] <= pix_i;	
        S_Window0 <= pix_i;
        S_Window1 <= S_Window0;
        S_Window2 <= S_Window1;
        S_Window3 <= S_Window2;		 
        if(VtcHCnt>=2&&VtcVCnt>=2 && VtcHCnt<640-2&&VtcVCnt<480-2)begin
            if(S_Window0 ==1 && S_Window1 ==1&& S_Window2 ==1&&S_Window3 ==1&&LineBuffer2[VtcHCnt-3]==1&&LineBuffer2[VtcHCnt-2]==1&&LineBuffer2[VtcHCnt-1]==1&&LineBuffer2[VtcHCnt]==1
            &&LineBuffer1[VtcHCnt-3]==1&&LineBuffer1[VtcHCnt-2]==1&&LineBuffer1[VtcHCnt-1]==1&&LineBuffer1[VtcHCnt]==1&&LineBuffer3[VtcHCnt-3]==1&&LineBuffer3[VtcHCnt-2]==1&&LineBuffer3[VtcHCnt-1]==1&&LineBuffer3[VtcHCnt]==1)
                pix_o <= 1;
            else
                pix_o <= 0;
        end            
        else
          pix_o <= 0;
    end 
    2'b01: begin
        LineBuffer1[VtcHCnt] <= pix_i;	 
        S_Window0 <= pix_i;
        S_Window1 <= S_Window0;
        S_Window2 <= S_Window1;
        S_Window3 <= S_Window2;		
        if(VtcHCnt>=2&&VtcVCnt>=2 && VtcHCnt<640-2&&VtcVCnt<480-2)begin    
            if(S_Window0 ==1 && S_Window1 ==1&& S_Window2 ==1&&S_Window3 ==1&&LineBuffer2[VtcHCnt-3]==1&&LineBuffer2[VtcHCnt-2]==1&&LineBuffer2[VtcHCnt-1]==1&&LineBuffer2[VtcHCnt]==1
            &&LineBuffer0[VtcHCnt-3]==1&&LineBuffer0[VtcHCnt-2]==1&&LineBuffer0[VtcHCnt-1]==1&&LineBuffer0[VtcHCnt]==1&&LineBuffer3[VtcHCnt-3]==1&&LineBuffer3[VtcHCnt-2]==1&&LineBuffer3[VtcHCnt-1]==1&&LineBuffer3[VtcHCnt]==1)
                pix_o <= 1;
            else
                pix_o <= 0;
        end            
        else
            pix_o <= 0;
    end
    2'b10: begin
        LineBuffer2[VtcHCnt] <= pix_i;	 
        S_Window0 <= pix_i;
        S_Window1 <= S_Window0;
        S_Window2 <= S_Window1;
        S_Window3 <= S_Window2;			 
        if(VtcHCnt>=2&&VtcVCnt>=2 && VtcHCnt<640-2&&VtcVCnt<480-2)begin    
            if(S_Window0 ==1 && S_Window1 ==1&& S_Window2 ==1&&S_Window3 ==1&&LineBuffer0[VtcHCnt-3]==1&&LineBuffer0[VtcHCnt-2]==1&&LineBuffer0[VtcHCnt-1]==1&&LineBuffer0[VtcHCnt]==1
            &&LineBuffer1[VtcHCnt-3]==1&&LineBuffer1[VtcHCnt-2]==1&&LineBuffer1[VtcHCnt-1]==1&&LineBuffer1[VtcHCnt]==1&&LineBuffer3[VtcHCnt-3]==1&&LineBuffer3[VtcHCnt-2]==1&&LineBuffer3[VtcHCnt-1]==1&&LineBuffer3[VtcHCnt]==1)
                pix_o <= 1;
            else
                pix_o <= 0;
        end            
        else
            pix_o <= 0;
    end
    2'b11: begin
        LineBuffer3[VtcHCnt] <= pix_i;	 
        S_Window0 <= pix_i;
        S_Window1 <= S_Window0;
        S_Window2 <= S_Window1;
        S_Window3 <= S_Window2;			 
        if(VtcHCnt>=2&&VtcVCnt>=2 && VtcHCnt<640-2&&VtcVCnt<480-2)begin    
            if(S_Window0 ==1 && S_Window1 ==1&& S_Window2 ==1&&S_Window3 ==1&&LineBuffer2[VtcHCnt-3]==1&&LineBuffer2[VtcHCnt-2]==1&&LineBuffer2[VtcHCnt-1]==1&&LineBuffer2[VtcHCnt]==1
            &&LineBuffer1[VtcHCnt-3]==1&&LineBuffer1[VtcHCnt-2]==1&&LineBuffer1[VtcHCnt-1]==1&&LineBuffer1[VtcHCnt]==1&&LineBuffer0[VtcHCnt-3]==1&&LineBuffer0[VtcHCnt-2]==1&&LineBuffer0[VtcHCnt-1]==1&&LineBuffer0[VtcHCnt]==1)
                pix_o <= 1;
            else
                pix_o <= 0;
        end            
        else
            pix_o <= 0;
    end		
    default:	
       pix_o <= pix_o;		
    endcase
end 
endmodule
==> impl_metrics.tcl <==
# yosys + openroad results
set metrics [dict create \
    clkTransAtPathRegs_ns 0.07 \
    finalCritPeriodShare 0.372 \
    gr-total-overflow 0 \
    violations "antenna rules, capacitance limit, slew limit" \
    fin_skew_ns 0.0456 \
    hp-class "reg2reg" \
    path_max_fanout 63 \
    grt_max_degree 169 \
    ys_sh_mux 0.355 \
    p_leak_nw 59.1 \
    antenna_found_initial 128 \
    cp.arrival_ns 18.55 \
    area_growth_pct 10.0 \
    power_density_mw_per_mm2 31.1 \
    io_pins 27 \
    wl_per_cell_um 41.4 \
    topCombFamilyByArea "multiplexers" \
    wl_met1_um 243000 \
    fillers 57400 \
    fp.coreArea_mm2 0.590 \
    cts_root_buffer "clkbuf_16" \
    required_ns 48.25 \
    syn_avg_cell_area_um2 13.6 \
    drv_slew 6 \
    htreeDepth 5 \
    gp_congestion 1.04 \
    viasPerCell 6.58 \
    synthXorXnorAreaFrac 0.00185 \
    post_cts_buffers 0 \
    port_buffers 26 \
    grt_use_total 0.305 \
    adder_share 0.000915 \
    synth_cell_types 113 \
    fp.dieH_um 772 \
    unclocked_pins 2 \
    simple_gate_area_frac 0.113 \
    grt_pass1_vias 137000 \
    drt-pass1-iter-count 10 \
    drive_gt1_frac 0.298 \
    post-place-ws_ns 29.54 \
    status "finished with violations" \
    hold_viol 0 \
    cts_tree "done" \
    met2_length_um 347000 \
    crit_type "in2reg" \
    synth_chip_area_mm2 0.178 \
    synth-edff-count 2561 \
    numCtsBuffers 308 \
    compound_area_frac 0.0412 \
    synth_stat.cells 13100 \
    synth_seq_share 0.434 \
    post_cts_resized 0 \
    die_area_mm2 0.595 \
    critPathLaunchType "input port" \
    warnings 72 \
    synth_flop_count 2568 \
    endpoint_kind "register" \
    layout_setup_ws_ns 29.70 \
    maxSlewHeadroom -0.208 \
    drtAntennaViolNets 5 \
    drc 0 \
    dr_total_vias 138000 \
    maxCapViolations 2 \
    holdBufCountCts 0 \
    fp_util 0.301 \
    wl_met3_um 192000 \
    max_freq_ghz 0.0568 \
    totalWireLength_um 869000 \
    flop_cell "edfxtp_1" \
    num_rows 282 \
    synthCells 13100 \
    top_layer_used "met5" \
    period_minus_slack_ns 17.60 \
    ir_drop_v 0.0000322 \
    grt_setup_unrepaired "false" \
    yosysWarnings 1 \
    untimed_endpoints 2 \
    setup_viol 0 \
    final.setup.tns_ns 0 \
    synth_area_mm2 0.178 \
    synthArstFlopShare 0 \
    clk_latency_ns 1.00 \
    dp_hpwl_um 550000 \
    drtIter0Drc 14000 \
    grt_pass1_wl_um 1160000 \
    tightest_slew_ns 1.80 \
    die_x_um 772 \
    clock_path_buffers 4 \
]
-- path summary, 6_finish.rpt --
path	from	end	slack, ns	cells after the start
min	S_Window1	S_Window2	0.36	0
max	VtcHCnt[1]	pix_o	29.70	17
max reg2reg	LineBuffer0[493]	pix_o	41.09	10
min reg2reg	S_Window1	S_Window2	0.36	0
-- cell families after synthesis --
group                      count (synthesis)
and+or+nand+nor                         4910
muxes                                   3086
DFF                                     2568
buffers and inverters                   1506
AOI/OAI and AO/OA                        996
xor gates and xnor gates                  32
adders and majority gates                 13
-- Yosys cell counts, types with 63 or more instances --
library cell  instances  area, µm²
edfxtp_1           2561      76900
and3_1               63        394
buf_4               230       1730
a32oi_1             119       1040
buf_2               270       1350
o22ai_1              78        488
mux4_1              116       3050
o21ai_0              82        410
nor2_1             2751      10300
mux4_2             2404      54100
nand2_1            1357       5090
a21oi_1             118        591
a31oi_1             119        744
nand3_1             407       2040
buf_6               166       1870
clkbuf_1            640       2400
a22oi_1             119        893
nand4_1             116        726
mux2i_1             516       5160
-- sequential cells by signal (all words and copies together), names as in the netlist --
| signal | count |
|---|---|
| LineBuffer0 | 640 |
| LineBuffer1 | 640 |
| LineBuffer2 | 640 |
| LineBuffer3 | 640 |
| state | 2 |
| Line_CLK | 1 |
| S_Window0 | 1 |
| S_Window1 | 1 |
| S_Window2 | 1 |
| S_Window3 | 1 |
| pix_o | 1 |
-- layout make-up --
cell class / instances / area (µm²) / share of cell area
Tap cell: 7810 / 9770 / 0.0500
Inverter: 15 / 85.1 / 0.000435
Multi-Input combinational cell: 9037 / 92100 / 0.471
Sequential cell: 2568 / 77000 / 0.394
Clock buffer: 375 / 8120 / 0.0415
Timing Repair Buffer: 753 / 6100 / 0.0312
Antenna cell: 271 / 678 / 0.00347
Clock inverter: 175 / 1730 / 0.00882
-- report_power, final --
part	switching [mW]	internal [mW]	leakage (nW)	total [mW]
Clock	1.04	1.37	4.79	2.41
Sequential	0.000426	2.50	23.1	2.50
Combinational	0.776	0.399	31.3	1.17
Total	1.82	4.27	59.1	6.09
-- stage by stage --
stage	cell area, µm²	util	std cells	hold slack, ns	power (mW)
after global routing	195000	0.331	20800	0.369	6.16
after global placement	185000	0.314	20200	0.335	3.66
after detailed placement	185000	0.314	20200	0.347	3.65
final	196000	0.332	21000	0.357	6.09
after floorplan	178000	-	13100	0.330	3.23
after CTS	195000	0.330	20700	0.359	6.02
-- worst max-delay path, stage by stage --
cell and delay (ns):
buf_16 0.33, inv_8 0.35, ha_4 0.91, buf_4 0.65, buf_4 0.72, buf_4 0.63
buf_4 0.57, mux4_2 0.33, mux2i_1 0.08, a221oi_1 0.52, a32oi_1 0.19, a2111oi_0 1.01
a211oi_1 0.09, nor4_1 0.89, nand3_1 0.23, nor4_2 1.01, a22o_1 0.28
-- routing by layer --
| metal | up-vias | global-route usage |
|---|---|---|
| met5 | - | 0.144 |
| met2 | 13000 | 0.383 |
| met1 | 69900 | 0.288 |
| met4 | 192 | 0.224 |
| met3 | 3372 | 0.296 |
| li1 | 51800 | - |
-- cells in the final DEF, fill, tap and decap left out, types with 26 or more instances in the layout --
master and n:
nor2_1 2720, edfxtp_1 2561, mux4_2 2404, nand2_1 1311, buf_4 701, mux2i_1 516
nand3_1 382, clkbuf_16 313, diode_2 271, a32oi_1 119, a22oi_1 119, a31oi_1 118
nand4_1 116, mux4_1 116, a21oi_1 113, o21ai_0 82, o22ai_1 77, and3_1 63
clkbuf_1 57, clkinv_2 52, clkinv_1 52, o211ai_1 46, nor3_1 41, a211oi_1 40
mux2_2 35, a221oi_1 35, a311oi_1 29, and2_1 28, buf_12 27, a32o_1 26
bufinv_16 26
No activity file was given, so power comes from the tool's default toggle rates.
