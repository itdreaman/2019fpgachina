==> ./design.v <==
module aq_axi_master(
  input           ARESETN,
  input           ACLK,
  output [0:0]  M_AXI_AWID,
  output [31:0] M_AXI_AWADDR,
  output [7:0]  M_AXI_AWLEN,     
  output [2:0]  M_AXI_AWSIZE,    
  output [1:0]  M_AXI_AWBURST,   
  output        M_AXI_AWLOCK,    
  output [3:0]  M_AXI_AWCACHE,   
  output [2:0]  M_AXI_AWPROT,    
  output [3:0]  M_AXI_AWQOS,     
  output [0:0]  M_AXI_AWUSER,    
  output        M_AXI_AWVALID,
  input         M_AXI_AWREADY,
  output [63:0] M_AXI_WDATA,
  output [7:0]  M_AXI_WSTRB,
  output        M_AXI_WLAST,
  output [0:0]  M_AXI_WUSER,
  output        M_AXI_WVALID,
  input         M_AXI_WREADY,
  input [0:0]   M_AXI_BID,
  input [1:0]   M_AXI_BRESP,
  input [0:0]   M_AXI_BUSER,
  input         M_AXI_BVALID,
  output        M_AXI_BREADY,
  output [0:0]  M_AXI_ARID,
  output [31:0] M_AXI_ARADDR,
  output [7:0]  M_AXI_ARLEN,
  output [2:0]  M_AXI_ARSIZE,
  output [1:0]  M_AXI_ARBURST,
  output [1:0]  M_AXI_ARLOCK,
  output [3:0]  M_AXI_ARCACHE,
  output [2:0]  M_AXI_ARPROT,
  output [3:0]  M_AXI_ARQOS,
  output [0:0]  M_AXI_ARUSER,
  output        M_AXI_ARVALID,
  input         M_AXI_ARREADY,
  input [0:0]   M_AXI_RID,
  input [63:0]  M_AXI_RDATA,
  input [1:0]   M_AXI_RRESP,
  input         M_AXI_RLAST,
  input [0:0]   M_AXI_RUSER,
  input         M_AXI_RVALID,
  output        M_AXI_RREADY,
  input         MASTER_RST,
  input         WR_START,
  input [31:0]  WR_ADRS,
  input [31:0]  WR_LEN, 
  output        WR_READY,
  output        WR_FIFO_RE,
  input         WR_FIFO_EMPTY,
  input         WR_FIFO_AEMPTY,
  input [63:0]  WR_FIFO_DATA,
  output        WR_DONE,
  input         RD_START,
  input [31:0]  RD_ADRS,
  input [31:0]  RD_LEN, 
  output        RD_READY,
  output        RD_FIFO_WE,
  input         RD_FIFO_FULL,
  input         RD_FIFO_AFULL,
  output [63:0] RD_FIFO_DATA,
  output        RD_DONE,
  output [31:0] DEBUG
);
  localparam S_WR_IDLE  = 3'd0;
  localparam S_WA_WAIT  = 3'd1;
  localparam S_WA_START = 3'd2;
  localparam S_WD_WAIT  = 3'd3;
  localparam S_WD_PROC  = 3'd4;
  localparam S_WR_WAIT  = 3'd5;
  localparam S_WR_DONE  = 3'd6;
  reg [2:0]   wr_state;
  reg [31:0]  reg_wr_adrs;
  reg [31:0]  reg_wr_len;
  reg         reg_awvalid, reg_wvalid, reg_w_last;
  reg [7:0]   reg_w_len;
  reg [7:0]   reg_w_stb;
  reg [1:0]   reg_wr_status;
  reg [3:0]   reg_w_count, reg_r_count;
  reg [7:0]   rd_chkdata, wr_chkdata;
  reg [1:0]   resp;
  reg rd_first_data;
  reg rd_fifo_enable;
  reg[31:0] rd_fifo_cnt;
assign WR_DONE = (wr_state == S_WR_DONE);
assign WR_FIFO_RE         = rd_first_data | (reg_wvalid & ~WR_FIFO_EMPTY & M_AXI_WREADY & rd_fifo_enable);
always @(posedge ACLK or negedge ARESETN)
begin
	if(!ARESETN)
		rd_fifo_cnt <= 32'd0;
	else if(WR_FIFO_RE)
		rd_fifo_cnt <= rd_fifo_cnt + 32'd1;
	else if(wr_state == S_WR_IDLE)
		rd_fifo_cnt <= 32'd0;	
end
always @(posedge ACLK or negedge ARESETN)
begin
	if(!ARESETN)
		rd_fifo_enable <= 1'b0;
	else if(wr_state == S_WR_IDLE && WR_START)
		rd_fifo_enable <= 1'b1;
	else if(WR_FIFO_RE && (rd_fifo_cnt == RD_LEN[31:3] - 32'd1) )
		rd_fifo_enable <= 1'b0;		
end
  always @(posedge ACLK or negedge ARESETN) begin
    if(!ARESETN) begin
      wr_state            <= S_WR_IDLE;
      reg_wr_adrs[31:0]   <= 32'd0;
      reg_wr_len[31:0]    <= 32'd0;
      reg_awvalid         <= 1'b0;
      reg_wvalid          <= 1'b0;
      reg_w_last          <= 1'b0;
      reg_w_len[7:0]      <= 8'd0;
      reg_w_stb[7:0]      <= 8'd0;
      reg_wr_status[1:0]  <= 2'd0;
      reg_w_count[3:0]    <= 4'd0;
      reg_r_count[3:0]  <= 4'd0;
      wr_chkdata          <= 8'd0;
      rd_chkdata <= 8'd0;
      resp <= 2'd0;
	  rd_first_data <= 1'b0;
  end else begin
    if(MASTER_RST) begin
      wr_state <= S_WR_IDLE;
    end else begin
      case(wr_state)
        S_WR_IDLE: begin
          if(WR_START) begin
            wr_state          <= S_WA_WAIT;
            reg_wr_adrs[31:0] <= WR_ADRS[31:0];
            reg_wr_len[31:0]  <= WR_LEN[31:0] -32'd1;
			rd_first_data <= 1'b1;
          end
          reg_awvalid         <= 1'b0;
          reg_wvalid          <= 1'b0;
          reg_w_last          <= 1'b0;
          reg_w_len[7:0]      <= 8'd0;
          reg_w_stb[7:0]      <= 8'd0;
          reg_wr_status[1:0]  <= 2'd0;
        end
        S_WA_WAIT: begin
          if(!WR_FIFO_AEMPTY | (reg_wr_len[31:11] == 21'd0)) begin
            wr_state          <= S_WA_START;
          end
		  rd_first_data <= 1'b0;
        end
        S_WA_START: begin
          wr_state            <= S_WD_WAIT;
          reg_awvalid         <= 1'b1;
          reg_wr_len[31:11]    <= reg_wr_len[31:11] - 21'd1;
          if(reg_wr_len[31:11] != 21'd0) begin
            reg_w_len[7:0]  <= 8'hFF;
            reg_w_last      <= 1'b0;
            reg_w_stb[7:0]  <= 8'hFF;
          end else begin
            reg_w_len[7:0]  <= reg_wr_len[10:3];
            reg_w_last      <= 1'b1;
            reg_w_stb[7:0]  <= 8'hFF;
          end
        end
        S_WD_WAIT: begin
          if(M_AXI_AWREADY) begin
            wr_state        <= S_WD_PROC;
            reg_awvalid     <= 1'b0;
            reg_wvalid      <= 1'b1;
          end
        end
        S_WD_PROC: begin
          if(M_AXI_WREADY & ~WR_FIFO_EMPTY) begin
            if(reg_w_len[7:0] == 8'd0) begin
              wr_state        <= S_WR_WAIT;
              reg_wvalid      <= 1'b0;
              reg_w_stb[7:0]  <= 8'h00;
            end else begin
              reg_w_len[7:0]  <= reg_w_len[7:0] -8'd1;
            end
          end
        end
        S_WR_WAIT: begin
          if(M_AXI_BVALID) begin
            reg_wr_status[1:0]  <= reg_wr_status[1:0] | M_AXI_BRESP[1:0];
            if(reg_w_last) begin
              wr_state          <= S_WR_DONE;
            end else begin
              wr_state          <= S_WA_WAIT;
              reg_wr_adrs[31:0] <= reg_wr_adrs[31:0] + 32'd2048;
            end
          end
        end
        S_WR_DONE: begin
            wr_state <= S_WR_IDLE;
          end
        default: begin
          wr_state <= S_WR_IDLE;
        end
      endcase
      end
    end
  end
  assign M_AXI_AWID         = 1'b0;
  assign M_AXI_AWADDR[31:0] = reg_wr_adrs[31:0];
  assign M_AXI_AWLEN[7:0]   = reg_w_len[7:0];
  assign M_AXI_AWSIZE[2:0]  = 2'b011;
  assign M_AXI_AWBURST[1:0] = 2'b01;
  assign M_AXI_AWLOCK       = 1'b0;
  assign M_AXI_AWCACHE[3:0] = 4'b0011;
  assign M_AXI_AWPROT[2:0]  = 3'b000;
  assign M_AXI_AWQOS[3:0]   = 4'b0000;
  assign M_AXI_AWUSER[0]    = 1'b1;
  assign M_AXI_AWVALID      = reg_awvalid;
  assign M_AXI_WDATA[63:0]  = WR_FIFO_DATA[63:0];
  assign M_AXI_WSTRB[7:0]   = (reg_wvalid & ~WR_FIFO_EMPTY)?8'hFF:8'h00;
  assign M_AXI_WLAST        = (reg_w_len[7:0] == 8'd0)?1'b1:1'b0;
  assign M_AXI_WUSER        = 1;
  assign M_AXI_WVALID       = reg_wvalid & ~WR_FIFO_EMPTY;
  assign M_AXI_BREADY       = M_AXI_BVALID;
  assign WR_READY           = (wr_state == S_WR_IDLE)?1'b1:1'b0;
  localparam S_RD_IDLE  = 3'd0;
  localparam S_RA_WAIT  = 3'd1;
  localparam S_RA_START = 3'd2;
  localparam S_RD_WAIT  = 3'd3;
  localparam S_RD_PROC  = 3'd4;
  localparam S_RD_DONE  = 3'd5;
  reg [2:0]   rd_state;
  reg [31:0]  reg_rd_adrs;
  reg [31:0]  reg_rd_len;
  reg         reg_arvalid, reg_r_last;
  reg [7:0]   reg_r_len;
 assign RD_DONE = (rd_state == S_RD_DONE) ; 
  always @(posedge ACLK or negedge ARESETN) begin
    if(!ARESETN) begin
      rd_state          <= S_RD_IDLE;
      reg_rd_adrs[31:0] <= 32'd0;
      reg_rd_len[31:0]  <= 32'd0;
      reg_arvalid       <= 1'b0;
      reg_r_len[7:0]    <= 8'd0;
    end else begin
      case(rd_state)
        S_RD_IDLE: begin
          if(RD_START) begin
            rd_state          <= S_RA_WAIT;
            reg_rd_adrs[31:0] <= RD_ADRS[31:0];
            reg_rd_len[31:0]  <= RD_LEN[31:0] -32'd1;
          end
          reg_arvalid     <= 1'b0;
          reg_r_len[7:0]  <= 8'd0;
        end
        S_RA_WAIT: begin
          if(~RD_FIFO_AFULL) begin
            rd_state          <= S_RA_START;
          end
        end
        S_RA_START: begin
          rd_state          <= S_RD_WAIT;
          reg_arvalid       <= 1'b1;
          reg_rd_len[31:11] <= reg_rd_len[31:11] -21'd1;
          if(reg_rd_len[31:11] != 21'd0) begin
            reg_r_last      <= 1'b0;
            reg_r_len[7:0]  <= 8'd255;
          end else begin
            reg_r_last      <= 1'b1;
            reg_r_len[7:0]  <= reg_rd_len[10:3];
          end
        end
        S_RD_WAIT: begin
          if(M_AXI_ARREADY) begin
            rd_state        <= S_RD_PROC;
            reg_arvalid     <= 1'b0;
          end
        end
        S_RD_PROC: begin
          if(M_AXI_RVALID) begin
            if(M_AXI_RLAST) begin
              if(reg_r_last) begin
                rd_state          <= S_RD_DONE;
              end else begin
                rd_state          <= S_RA_WAIT;
                reg_rd_adrs[31:0] <= reg_rd_adrs[31:0] + 32'd2048;
              end
            end else begin
              reg_r_len[7:0] <= reg_r_len[7:0] -8'd1;
            end
          end
        end
		S_RD_DONE:begin
			rd_state          <= S_RD_IDLE;
		end
	  endcase
    end
  end
  assign M_AXI_ARID         = 1'b0;
  assign M_AXI_ARADDR[31:0] = reg_rd_adrs[31:0];
  assign M_AXI_ARLEN[7:0]   = reg_r_len[7:0];
  assign M_AXI_ARSIZE[2:0]  = 3'b011;
  assign M_AXI_ARBURST[1:0] = 2'b01;
  assign M_AXI_ARLOCK       = 1'b0;
  assign M_AXI_ARCACHE[3:0] = 4'b0011;
  assign M_AXI_ARPROT[2:0]  = 3'b000;
  assign M_AXI_ARQOS[3:0]   = 4'b0000;
  assign M_AXI_ARUSER[0]    = 1'b1;
  assign M_AXI_ARVALID      = reg_arvalid;
  assign M_AXI_RREADY       = M_AXI_RVALID & ~RD_FIFO_FULL;
  assign RD_READY           = (rd_state == S_RD_IDLE)?1'b1:1'b0;
  assign RD_FIFO_WE         = M_AXI_RVALID;
  assign RD_FIFO_DATA[63:0] = M_AXI_RDATA[63:0];
  assign DEBUG[31:0] = {reg_wr_len[31:8],
                        1'd0, wr_state[2:0], 1'd0, rd_state[2:0]};
endmodule
==> ./run.sh <==
#!/bin/bash
# OpenROAD 26Q1-2900-gdf79404cd8, Yosys 0.63+post, stock flow scripts
make -C /OpenROAD-flow-scripts/flow DESIGN_CONFIG=/design/flow/config.mk WORK_HOME=/design/flow/orfs finish
==> ./config.mk <==
export PLATFORM = sky130hd
export DESIGN_NAME = aq_axi_master
export DESIGN_NICKNAME = aq_axi_master
export VERILOG_FILES = /design/flow/design.v
export SDC_FILE = /design/flow/constraint.sdc
export NUM_CORES = 4
export LEC_CHECK = 1
export CORE_AREA = 10 10 333 333
export DIE_AREA = 0 0 343 343
==> ./constraint.sdc <==
current_design aq_axi_master

set clk_period 5.5
set clk_io_pct 0.2

create_clock -name clk0 -period $clk_period [get_ports {ACLK}]

set non_clock_inputs [all_inputs -no_clocks]
set_input_delay [expr $clk_period * $clk_io_pct] -clock clk0 $non_clock_inputs
set_output_delay [expr $clk_period * $clk_io_pct] -clock clk0 [all_outputs]
==> out/qor.txt <==
Fillers - 11600
Max Slew Vio Count - 0
Family with the most delay on the worst path - buffers and inverters
Height of the die - 343 um
Status - finished, final reports clean
CTS Buf Count - 17
Post_cts resized - 0
Number of enable flip-flop cells - 1
Bufs and invs on worst path - 4
Total number of vias - 11900
Worst-Margin Slew - 729 ps
# placed instances - 3088
First-pass DRT Iterations - 5
Final hold slack - 466 ps
Nature of the critical path startpoint - primary input
Leakage - 5.96 nW
CTS sink count - 183
Htree depth - 4
Crit-path cells - clkdlybuf4s50_1 > nor2b_1 > a31oi_2 > buf_4 > inv_1 > clkdlybuf4s50_1
Peak supply drop - 0.269 mV
CTS tree - done
Setup bufs post-CTS - 0
Share of cells above drive strength 1 - 5.00%
Die width - 343 um
Yosys chip area - 0.0131 mm^2
Tool Warnings - 34
Total power - 6.72 mW
Critical path origin - M_AXI_WREADY
Reg clk slew, reported paths - 70 ps
Final hold vios - 0
Synth Seq Share - 34.9%
DRT iter0 DRCs - 725
Setup TNS - 0 ps
Chip area - 0.118 mm^2
Grt total ovfl - 0
Post-synth ARST share - 99.5%
Post-synth top flop - dfrtp_1
Critical path depth - 6
Final Wtd Congestion - 0.879
Most frequent CP cell - clkdlybuf4s50_1
Flops after synth - 183
WP data arrival - 3040 ps
Min cycle time layout - 4140 ps
# hold bufs at CTS - 0
Req. time, crit path - 4400 ps
Finished Core Util - 16.1%
Most frequent logic cell in the layout - clkdlybuf4s50_1
Syn Area/Cell - 7.90 um^2
Worst-skew pair later-pin latency - 510 ps
Maxcap violations - 0
Worst min path class - reg -> reg
Top Layout Cells - clkdlybuf4s50_1 (271), nand2_1 (226), dfrtp_1 (182), o21ai_0 (151), a21oi_1 (120)
HP Start - reg_wr_adrs[8]
RSZ-0062 raised after global routing - false
Detailed placer's ending HPWL - 36400 um
Crit end category - output pin
Fmax - 0.241 GHz
Post-Route WL - 46600 um
Mapped Area - 0.0131 mm^2
Cell Type Count - 77
Cell Pwr Density - 403 mW/mm^2
Clk_skew - 21.7 ps
Critical Path End - WR_FIFO_RE
Io pins - 579
Crit-path max FO - 16
Initial antenna violation count - 9
Number of global-route vias before repair - 11500
Final setup vio count - 0
Core Region - 0.103 mm^2
Yosys warning tally - 1
Global Route Usage Sum - 7.68%
Synthesized instance count - 1660
Post-DR vias/cell - 3.83
Final Cycle Share - 75.3%
Residual DRC - 0
Port Buffer Count - 272
Crit-path max cell delay - 540 ps
Cells on worst reg2reg path - 9
Highest-delay cell along the critical path - clkdlybuf4s50_1
Antenna Nets Post-Route - 0
Reg2reg start - reg_wr_len[11]
Final Instance Count excl. Fillers - 3121
Row Count - 118
Largest buffer count on any clock path - 2
CTS root buf - clkbuf_16
Reg-to-reg critical path endpoint - wr_state[1]
Wire per inst - 14.9 um
Layout area overhead - 27.2%
Init Core Util - 12.7%
Slew headroom - 50.9%
Largest net degree at the start of global routing - 77
Worst reg-to-reg setup slack - 2390 ps
First-pass GRT wire length - 70300 um
Kind of critical path - in -> out
Yosys cell count - 1660
==> power by group <==
group | switching (mW) | total (mW) | internal (mW) | leakage [nW]
Clock | 0.684 | 1.31 | 0.629 | 0.294
Combinational | 1.44 | 2.92 | 1.49 | 3.42
Sequential | 0.615 | 2.48 | 1.87 | 2.25
Total | 2.74 | 6.72 | 3.99 | 5.96
==> per-layer routing <==
| metal | wire length (um) | track usage, % | vias to the layer above |
|---|---|---|---|
| li1 | - | - | 5778 |
| met3 | 5110 | 3.48 | 61 |
| met4 | 1170 | 1.72 | 6 |
| met1 | 20000 | 10.2 | 5594 |
| met2 | 20300 | 11.4 | 510 |
| met5 | 32 | 0 | - |
==> layout make-up <==
type / instances / area, um^2 / area share, %
multi-input cells: 1203 / 6770 / 40.6
flip-flops and latches: 183 / 4580 / 27.5
repair buffers: 292 / 2890 / 17.3
well taps: 1380 / 1730 / 10.3
clock buffers: 18 / 439 / 2.63
clock inverters: 14 / 169 / 1.01
inverters: 30 / 113 / 0.675
diodes: 1 / 2.50 / 0.0150
==> cell usage after synthesis, types with 4 or more instances <==
cell type / n / area (um^2)
nand2_1: 226 / 848
buf_4: 204 / 1530
dfrtp_1: 182 / 4550
o21ai_0: 152 / 761
a21oi_1: 121 / 606
nor2_1: 118 / 443
clkbuf_1: 77 / 289
nand3_1: 67 / 335
nor3_1: 56 / 280
xnor2_1: 50 / 438
xor2_1: 41 / 359
o22ai_1: 33 / 206
inv_1: 29 / 109
nand4_1: 26 / 163
nor4_1: 25 / 156
a31oi_1: 18 / 113
or3_1: 18 / 113
o211ai_1: 17 / 128
nor2b_1: 16 / 100
o31ai_1: 15 / 113
and3_1: 14 / 87.6
ha_1: 9 / 113
o21a_1: 9 / 67.6
and2_1: 7 / 43.8
mux2i_1: 7 / 70.1
nand2b_1: 7 / 43.8
or4_1: 7 / 52.6
o221ai_1: 6 / 52.6
a22o_1: 5 / 43.8
a32oi_1: 5 / 43.8
nor3b_1: 5 / 37.5
o41ai_1: 5 / 43.8
a21o_1: 4 / 30.0
or2_2: 4 / 25.0
or3b_2: 4 / 35.0
==> how the worst min path moves through the flow <==
stage                    end  cells after the start  slack [ps]
finish        reg_wr_adrs[8]                      2         470
CTS           reg_wr_adrs[8]                      2         470
global route  reg_wr_adrs[7]                      2         500
==> flip-flops by register name, indices dropped and copies added (netlist names) <==
name            flops
rd_fifo_cnt        32
rd_fifo_enable      1
rd_first_data       1
rd_state            3
reg_arvalid         1
reg_awvalid         1
reg_r_last          1
reg_r_len           8
reg_rd_adrs        32
reg_rd_len         29
reg_w_last          1
reg_w_len           8
reg_wr_adrs        32
reg_wr_len         29
reg_wvalid          1
wr_state            3
==> tightest hold or removal path, delay by kind of cell, from the launching register on <==
kind,cells,cell delay [ps]
simple gates,2,100
flops,1,340
==> kinds of logic after synthesis <==
logic type | after synthesis | share of synthesized area, %
AND-OR/OR-AND | 419 | 18.7
multiplexers | 9 | 0.706
buffers and inverters | 314 | 14.8
adder cells (fa/ha/maj) | 9 | 0.858
AND/OR/NAND/NOR | 633 | 23.8
flip-flops | 183 | 34.9
other | 2 | 0.0572
XOR/XNOR | 91 | 6.07
==> through the flow <==
stage	cell area, um^2	setup WS (ps)
final	16700	1360
after global routing	16700	1300
after CTS	16700	1410
after detailed placement	16100	1270
after global placement	16100	1310
after floorplan	13300	2350
Power figures rest on the tool's default switching activity, not on a simulated workload.
